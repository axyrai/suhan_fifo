--- flow/config.mk ---
export PLATFORM = sky130hd
export DESIGN_NAME = my_fifo
export DESIGN_NICKNAME = my_fifo
export VERILOG_FILES = /design/flow/design.v
export SDC_FILE = /design/flow/constraint.sdc
export NUM_CORES = 4
export LEC_CHECK = 1
export CORE_UTILIZATION = 30
export SYNTH_HDL_FRONTEND = slang
--- flow/constraint.sdc ---
current_design my_fifo

set clk_period 64.3
set clk_io_pct 0.2

create_clock -name clk0 -period $clk_period [get_ports {clk}]

set non_clock_inputs [all_inputs -no_clocks]
set_input_delay [expr $clk_period * $clk_io_pct] -clock clk0 $non_clock_inputs
set_output_delay [expr $clk_period * $clk_io_pct] -clock clk0 [all_outputs]
--- flow/design.v ---
module my_fifo #(
                   parameter DATA_W           = 128      ,         
                   parameter DEPTH            = 10      ,         
                   parameter UPP_TH           = 4      ,         
                   parameter LOW_TH           = 2                
                )
                (
                   input                   clk         ,         
                   input                   rstn        ,         
                   input                   i_wren      ,         
                   input  [DATA_W - 1 : 0] i_wrdata    ,         
                   output                  o_alm_full  ,         
                   output                  o_full      ,         
                   input                   i_rden      ,         
                   output [DATA_W - 1 : 0] o_rddata    ,         
                   output                  o_alm_empty ,         
                   output                  o_empty               
                );
logic [DATA_W - 1        : 0] data_rg [DEPTH] ;         
logic [$clog2(DEPTH) - 1 : 0] wrptr_rg        ;         
logic [$clog2(DEPTH) - 1 : 0] rdptr_rg        ;         
logic [$clog2(DEPTH)     : 0] dcount_rg       ;         
logic                         wren_s          ;         
logic                         rden_s          ;         
logic                         full_s          ;         
logic                         empty_s         ;         
always @ (posedge clk) begin
   if (!rstn) begin      
      data_rg   <= '{default: '0} ;
      wrptr_rg  <= 0              ;
      rdptr_rg  <= 0              ;      
      dcount_rg <= 0              ;
   end
   else begin   
      if (wren_s) begin                          
         data_rg [wrptr_rg] <= i_wrdata ;         
         if (wrptr_rg == DEPTH - 1) begin
            wrptr_rg <= 0               ;         
         end
         else begin
            wrptr_rg <= wrptr_rg + 1    ;         
         end
      end
      if (rden_s) begin         
         if (rdptr_rg == DEPTH - 1) begin
            rdptr_rg <= 0               ;         
         end
         else begin
            rdptr_rg <= rdptr_rg + 1    ;         
         end
      end
      if (wren_s && !rden_s) begin                
         dcount_rg <= dcount_rg + 1 ;
      end                    
      else if (!wren_s && rden_s) begin           
         dcount_rg <= dcount_rg - 1 ;         
      end
   end
end
assign full_s      = (dcount_rg == DEPTH) ? 1'b1 : 0                ; 
assign empty_s     = (dcount_rg == 0    ) ? 1'b1 : 0                ;
assign wren_s      = i_wren & !full_s                               ;  
assign rden_s      = i_rden & !empty_s                              ;
assign o_full      = full_s                             ;
assign o_empty     = empty_s                                        ;
assign o_alm_full  = ((dcount_rg > UPP_TH) ? 1'b1 : 0)              ;
assign o_alm_empty = (dcount_rg < LOW_TH) ? 1'b1 : 0                ;  
assign o_rddata    = data_rg [rdptr_rg]                             ;   
endmodule
--- flow/run.sh ---
#!/bin/bash
# OpenROAD 26Q1-2900-gdf79404cd8, Yosys 0.63+post, stock flow scripts
make -C /OpenROAD-flow-scripts/flow DESIGN_CONFIG=/design/flow/config.mk WORK_HOME=/design/flow/orfs finish
==> results.toml <==
# physical design summary
[synth]
ys_async_sr_fraction = 0
ys_ff = 1293
ys_warn_count = 0
ys_area_sq_um = 60500
syn_area_sq_um = 60500
synth_cell_types = 53
syn-instance-count = 6870
ff_type = "dfxtp_1"
edf_count = 0
synth_area_per_cell_sq_um = 8.81
yosysSeqAreaShare = 0.428
ys_cells = 6870

[clocking]
cts_buffer_depth = 3
clock_latency_ps = 800
root_buffer = "clkbuf_16"
path_clk_slew_ps = 60
cts_setup_buffers = 0
cts_tree = "yes"
post_cts_resized = 0
htreeDepth = 4
cts_buffers = 146
cts_sinks = 1293
cts_hold_buf = 0

[pwr]
switching_share = 0.300
intPower_w = 0.00152
p_per_area_nw_per_um2 = 31.7
power.switching_w = 0.000652
p_clk_frac = 0.389
power_frac_comb = 0.222
ir_drop_uv = 24.7
p_leak_nw = 21.7
seq_power_share = 0.388

[finish]
final_layout_top_logic_cells = "nand2_1, dfxtp_1, a21boi_1"
num-fill-cells = 19790
combGateArea_sq_um = 30600
lay_top_count = "nand2_1"
final_layout_size_suffix_gt1_frac = 0.116
seqCellArea_sq_um = 25900
syn2layout_area_growth_pct = 13.0
fin_util = 0.342

[critical_path]
crit_type = "reg2out"
cp-start-kind = "flip-flop"
path_max_fanout = 39
cp.required_ps = 51440
critPathArrivalTime_ps = 5800
end_kind = "output pin"

[drt]
vias_per_cell = 5.22
wl_per_cell_microns = 21.3
routed_wirelength_microns = 201000
drcViolationCount = 0
first_pass_iters = 27
detailedRoute.firstIterationViolations = 3689
dr_total_vias = 49270
ant_nets = 0

[timing]
hold_violations = 0
worst_slew_pin_slew_ps = 932
finalWorstSetupSlack_ps = 45640
post-route-min-period_ps = 18660
drv_slew = 0
setup-violations-final = 0
fin_crit_sh = 0.290
max_freq_ghz = 0.0536
rsz0062_at_grt = "no"
skew_ps = 44.7
setup_tns_ps = 0
maxSlewHeadroom = 0.377

[placement]
portBuffers = 263
pre_cts_ws_ps = 46440
hpwl_microns = 109000
routabilityCongestion = 0.782

[global_routing]
grt_pass1_wl_microns = 303000
grt_util_all_layers = 0.199
grt_pass1_vias = 47692
grt_max_degree = 218
grt-ovfl-total = 0
antenna_found_initial = 18

[job]
maxCapViolCount = 0
warning_count = 35

[floorplanning]
fp.coreArea_sq_um = 200000
die_w_microns = 451
ioPinCount = 264
initial_core_util = 0.303
fp-row-count = 164
chip_area_sq_um = 204000
die_y_microns = 451

[run_status]
status = "complete, no violations"

[min_path]
hold_class = "reg2reg"
==> area by class of cell <==
type | instances | share of cell area
clock buffer | 216 | 0.0635
tap | 2656 | 0.0486
inverter | 4 | 0.000256
timing repair buffer | 382 | 0.0533
antenna | 9 | 0.000329
sequential | 1293 | 0.379
multi-input combinational | 4838 | 0.448
clock inverter | 44 | 0.00774
==> stage by stage <==
stage               area, sq um  std cells  power (W)  hold slack [ps]
floorplan                 60500       6870    0.00116              432
global placement          63500       9173    0.00135              436
detailed placement        63500       9173    0.00135              444
CTS                       68400       9433    0.00219              452
global route              68400       9439    0.00225              463
finish                    68400       9442    0.00217              450
==> sequential cells by signal, indices dropped and copies added (netlist names) <==
name / cells
data_rg: 1280
dcount_rg: 5
rdptr_rg: 4
wrptr_rg: 4
==> worst max-delay path, cell delays in order (launching register included) <==
cell	delay, ps
dfxtp_4	850
buf_4	620
buf_4	580
buf_4	600
buf_4	670
mux4_2	580
o21ai_0	370
o21ai_0	170
clkdlybuf4s50_1	440
==> cells by family (layout without fill, tap and decap cells) <==
| group | Yosys count | count (layout) | synth area share |
|---|---|---|---|
| compound gates | 1829 | 1829 | 0.226 |
| xor+xnor | 6 | 6 | 0.000868 |
| fa+ha+maj | 5 | 5 | 0.00116 |
| buf+inv | 739 | 646 | 0.0686 |
| flops | 1293 | 1293 | 0.428 |
| mux | 516 | 516 | 0.112 |
| other cells | 0 | 9 | 0 |
| simple gates | 2482 | 2482 | 0.164 |
==> worst paths after layout <==
check,cells past startpoint,slack (ps),endpoint,from
setup / recovery,8,45640,o_rddata[27],rdptr_rg[0]$_SDFFE_PN0P_
hold / removal,2,450,data_rg[399]$_SDFFE_PN0P_,data_rg[399]$_SDFFE_PN0P_
setup reg to reg,6,60690,data_rg[348]$_SDFFE_PN0P_,dcount_rg[1]$_SDFFE_PN0P_
hold reg to reg,2,450,data_rg[399]$_SDFFE_PN0P_,data_rg[399]$_SDFFE_PN0P_
==> Yosys cell counts (all sizes together) (2+ instances only) <==
cell / number / area share
dfxtp: 1293 / 0.43
xnor2: 5 / 0.00072
nand2b: 3 / 0.00031
inv: 4 / 0.00025
mux2i: 388 / 0.064
nor2: 5 / 0.00031
and4bb: 4 / 0.00083
nor3: 3 / 0.00025
a21boi: 1282 / 0.17
clkbuf: 280 / 0.017
o211a: 9 / 0.0015
a211oi: 2 / 0.00025
and2: 6 / 0.00062
o21ai: 387 / 0.032
nand3: 131 / 0.011
ha: 4 / 0.00083
nor4: 2 / 0.00045
nor2b: 4 / 0.00041
or3: 2 / 0.00029
a21oi: 4 / 0.00033
o211ai: 10 / 0.0029
buf: 455 / 0.051
nand2: 2314 / 0.15
o31ai: 2 / 0.00033
mux4: 128 / 0.048
nor4b: 4 / 0.0014
a221oi: 128 / 0.019
==> power by group through the flow <==
stage / sequential [W] / clock (W) / combinational (W)
after CTS: 0.000843 / 0.000860 / 0.000491
final: 0.000844 / 0.000845 / 0.000483
after global routing: 0.000846 / 0.000893 / 0.000514
==> per-layer routing <==
metal | global-route usage | wire, microns
met1 | 0.274 | 85900
met4 | 0.0539 | 5940
met2 | 0.320 | 95000
met5 | 0.000473 | 93
met3 | 0.0448 | 14200
No activity file was given, so power comes from the tool's default toggle rates.
